==> ./design.v <==
`timescale 1ns/1ns
module con_5x5(
	input rst_n,			 
	input clk,				 
	input ena,				 
	input [15:0] data,		 
	output reg valid,		 
	output reg finish,		 
	output [15:0] result	 
	);
	reg [15:0] data_core[1:3][1:3];
	reg [15:0] data_pics[1:3][1:3];
	reg [15:0] data_pics_next[1:3][1:3];
	reg [15:0] core_now,pics_now;
	reg [3:0] core_num;
	reg [7:0] pics_num;
	reg [1:0] pics_num_add;
	con_unit cu_juan(
		.core_11(data_core[1][1]),
		.core_12(data_core[1][2]),
		.core_13(data_core[1][3]),
		.core_21(data_core[2][1]),
		.core_22(data_core[2][2]),
		.core_23(data_core[2][3]),
		.core_31(data_core[3][1]),
		.core_32(data_core[3][2]),
		.core_33(data_core[3][3]),
		.in_Data_11(data_pics[1][1]),
		.in_Data_12(data_pics[1][2]),
		.in_Data_13(data_pics[1][3]),
		.in_Data_21(data_pics[2][1]),
		.in_Data_22(data_pics[2][2]),
		.in_Data_23(data_pics[2][3]),
		.in_Data_31(data_pics[3][1]),
		.in_Data_32(data_pics[3][2]),
		.in_Data_33(data_pics[3][3]),
		.R(result)
		);
	always @(posedge clk or negedge rst_n) begin
		if (!rst_n) begin
			core_num <= 4'h0;
			pics_num <= 8'h0;
			pics_num_add <= 2'b00;
			finish <= 1'b0;
		end
		else if(ena) begin
			if (core_num < 4'h9) begin
				core_now <= data;
				core_num <= core_num + 1'b1;
			end
			else if(core_num == 4'h9) begin
				pics_now <= data;
				pics_num <= pics_num + 1'b1;
				if(pics_num > 8'h8) begin
					if(pics_num_add == 2'd3) pics_num_add <= 2'd1;
					else pics_num_add <= pics_num_add + 1'b1;
				end
				else begin
					pics_num_add <= pics_num_add;
				end
			end
		end	
		else if(pics_num > 8'h50 && pics_num < 8'h54) begin
			pics_num <= pics_num + 1'b1;
			if(pics_num_add == 2'd3) pics_num_add <= 2'd1;
			else pics_num_add <= pics_num_add + 1'b1;
			case(pics_num)
				8'h52:finish <= 1'b1;
				8'h53:finish <= 1'b1;
				8'h54:finish <= 1'b0;
			endcase
		end
		else begin
			pics_num <= 8'h0;
			pics_num_add <= 2'd0;
			core_num <= 4'h0;
			finish <= 1'b0;
		end
	end
	always@(posedge clk) begin
		case (core_num)
			4'h1:data_core[1][1] = core_now;
			4'h2:data_core[1][2] = core_now;
			4'h3:data_core[1][3] = core_now;
			4'h4:data_core[2][1] = core_now;
			4'h5:data_core[2][2] = core_now;
			4'h6:data_core[2][3] = core_now;
			4'h7:data_core[3][1] = core_now;
			4'h8:data_core[3][2] = core_now;
			4'h9:data_core[3][3] = core_now;
		endcase
	end
	always@(posedge clk)begin
		if(pics_num_add == 2'd1) begin
			data_pics[1][1] <= data_pics_next[1][1];
			data_pics[1][2] <= data_pics_next[1][2];
			data_pics[1][3] <= data_pics_next[1][3];
			data_pics[2][1] <= data_pics_next[2][1];
			data_pics[2][2] <= data_pics_next[2][2];
			data_pics[2][3] <= data_pics_next[2][3];
			data_pics[3][1] <= data_pics_next[3][1];
			data_pics[3][2] <= data_pics_next[3][2];
			data_pics[3][3] <= data_pics_next[3][3];
			valid <= 1'b1;
		end
		else if(pics_num_add == 2'd2) begin
			valid <= 1'b1;
		end
		else valid <= 1'b0;
	end
	always@(posedge clk) begin
		if(pics_num < 8'h0A)
			case (pics_num)
				8'h1: data_pics_next[1][1] = pics_now;
				8'h2: data_pics_next[2][1] = pics_now;
				8'h3: data_pics_next[3][1] = pics_now;
				8'h4: data_pics_next[1][2] = pics_now;
				8'h5: data_pics_next[2][2] = pics_now;
				8'h6: data_pics_next[3][2] = pics_now;
				8'h7: data_pics_next[1][3] = pics_now;
				8'h8: data_pics_next[2][3] = pics_now;
				8'h9: data_pics_next[3][3] = pics_now;
			endcase
		else if((pics_num > 8'h9 && pics_num < 8'd21) || (pics_num > 8'd40 && pics_num < 8'd51) || (pics_num > 8'd70 && pics_num < 8'd81)) begin
			data_pics_next[1][1] = data_pics[1][2];
			data_pics_next[2][1] = data_pics[2][2];
			data_pics_next[3][1] = data_pics[3][2];
			data_pics_next[1][2] = data_pics[1][3];
			data_pics_next[2][2] = data_pics[2][3];
			data_pics_next[3][2] = data_pics[3][3];
			case(pics_num_add)
				2'd1: data_pics_next[1][3] = pics_now;
				2'd2: data_pics_next[2][3] = pics_now;
				2'd3: data_pics_next[3][3] = pics_now;
			endcase
		end
		else if((pics_num > 8'd21 && pics_num < 8'd25) || (pics_num > 8'd51 && pics_num < 8'd55) || (pics_num > 8'd36 && pics_num < 8'd40) || (pics_num > 8'd66 && pics_num < 8'd70)) begin
			data_pics_next[1][1] = data_pics[2][1];
			data_pics_next[1][2] = data_pics[2][2];
			data_pics_next[1][3] = data_pics[2][3];
			data_pics_next[2][1] = data_pics[3][1];
			data_pics_next[2][2] = data_pics[3][2];
			data_pics_next[2][3] = data_pics[3][3];
			case(pics_num_add)
				2'd1: data_pics_next[3][1] = pics_now;
				2'd2: data_pics_next[3][2] = pics_now;
				2'd3: data_pics_next[3][3] = pics_now;
			endcase
		end
		else if((pics_num > 8'd25 && pics_num < 8'd36) || (pics_num > 8'd55 && pics_num < 8'd66)) begin
			data_pics_next[1][3] = data_pics[1][2];
			data_pics_next[2][3] = data_pics[2][2];
			data_pics_next[3][3] = data_pics[3][2];
			data_pics_next[1][2] = data_pics[1][1];
			data_pics_next[2][2] = data_pics[2][1];
			data_pics_next[3][2] = data_pics[3][1];
			case(pics_num_add)
				2'd1: data_pics_next[1][1] = pics_now;
				2'd2: data_pics_next[2][1] = pics_now;
				2'd3: data_pics_next[3][1] = pics_now;
			endcase
		end
	end
endmodule
module con_unit(
	input [15:0]core_11,core_12,core_13,
				core_21,core_22,core_23,
				core_31,core_32,core_33,
				in_Data_11,in_Data_12,in_Data_13,
				in_Data_21,in_Data_22,in_Data_23,
				in_Data_31,in_Data_32,in_Data_33,
	output [15:0] R
	);
	wire [15:0]P[1:3][1:3];
	multiper16x16 mul_11(core_11,in_Data_11,P[1][1]);
	multiper16x16 mul_12(core_12,in_Data_12,P[1][2]);
	multiper16x16 mul_13(core_13,in_Data_13,P[1][3]);
	multiper16x16 mul_21(core_21,in_Data_21,P[2][1]);
	multiper16x16 mul_22(core_22,in_Data_22,P[2][2]);
	multiper16x16 mul_23(core_23,in_Data_23,P[2][3]);
	multiper16x16 mul_31(core_31,in_Data_31,P[3][1]);
	multiper16x16 mul_32(core_32,in_Data_32,P[3][2]);
	multiper16x16 mul_33(core_33,in_Data_33,P[3][3]);
	assign R = P[1][1]+P[1][2]+P[1][3]+P[2][1]+P[2][2]+P[2][3]+P[3][1]+P[3][2]+P[3][3];
endmodule
module multiper16x16(A,B,P_16);
	input signed [15:0]A,B; 	 
	output signed [15:0] P_16;
	wire signed [18:0] PP_1;
	wire signed [17:0] PP_2,PP_3,PP_4,PP_5,PP_6,PP_7,PP_8;
	wire signed [14:0] PP_9;
	wire signed [31:0] P_32; 	 
	wire signed [15:0] PP[1:9];
	wire signed [18:0] A_temp; 	 
	assign A_temp = {A[15],A[15],A,1'b0};
	booth_2_unit b2u_1(A_temp[2:0],B,PP[1]);
	booth_2_unit b2u_2(A_temp[4:2],B,PP[2]);
	booth_2_unit b2u_3(A_temp[6:4],B,PP[3]);
	booth_2_unit b2u_4(A_temp[8:6],B,PP[4]);
	booth_2_unit b2u_5(A_temp[10:8],B,PP[5]);
	booth_2_unit b2u_6(A_temp[12:10],B,PP[6]);
	booth_2_unit b2u_7(A_temp[14:12],B,PP[7]);
	booth_2_unit b2u_8(A_temp[16:14],B,PP[8]);
	booth_2_unit b2u_9(A_temp[18:16],B,PP[9]);
	assign PP_1 = {!PP[1][15],PP[1][15],PP[1][15],PP[1]};
	assign PP_2 = {1'b1,!PP[2][15],PP[2]};
	assign PP_3 = {1'b1,!PP[3][15],PP[3]};
	assign PP_4 = {1'b1,!PP[4][15],PP[4]};
	assign PP_5 = {1'b1,!PP[5][15],PP[5]};
	assign PP_6 = {1'b1,!PP[6][15],PP[6]};
	assign PP_7 = {1'b1,!PP[7][15],PP[7]};
	assign PP_8 = {1'b1,!PP[8][15],PP[8]};
	assign PP_9 = {PP[9][14:0]};
	wire signed [21:0]Carry11,Sum11;
	wire signed [21:0]Carry12,Sum12;
	wire signed [19:0]Carry13,Sum13;
	compressor_3to2_20 c3to2_20_11({3'b0,PP_1[18:2]},{2'b0,PP_2},{PP_3,2'b0},Sum11[21:2],Carry11[21:2]); 	 
	assign Sum11[1:0] = {PP_1[1:0]};
	assign Carry11[1:0] = 2'b0;
	compressor_3to2_20 c3to2_20_12({4'b0,PP_4[17:2]},{2'b0,PP_5},{PP_6,2'b0},Sum12[21:2],Carry12[21:2]);
	assign Sum12[1:0] = {PP_4[1:0]};
	assign Carry12[1:0] = 2'b0;
	compressor_3to2_20 c3to2_20_13({2'b0,PP_7},{PP_8,2'b0},{1'b0,PP_9,4'b0},Sum13,Carry13);
	wire signed [27:0]Carry21,Sum21;
	wire signed [25:0]Carry22,Sum22;
	compressor_3to2_20 c3to2_20_21({5'b0,Carry11[21:7]},{6'b0,Sum11[21:8]},Sum12[21:2],Sum21[27:8],Carry21[27:8]);
	compressor_3to2 c3to2_21(Carry11[6],Sum11[7],Sum12[1],Sum21[7],Carry21[7]);
	compressor_3to2 c3to2_22(Carry11[5],Sum11[6],Sum12[0],Sum21[6],Carry21[6]);
	compressor_3to2 c3to2_24(Carry11[4],Sum11[5],1'b0,Sum21[5],Carry21[5]);
	compressor_3to2 c3to2_25(Carry11[3],Sum11[4],1'b0,Sum21[4],Carry21[4]);
	compressor_3to2 c3to2_26(Carry11[2],Sum11[3],1'b0,Sum21[3],Carry21[3]);
	compressor_3to2 c3to2_27(Carry11[1],Sum11[2],1'b0,Sum21[2],Carry21[2]);
	compressor_3to2 c3to2_28(Carry11[0],Sum11[1],1'b0,Sum21[1],Carry21[1]);
	assign Sum21[0] = Sum11[0];
	assign Carry21[0] = 1'b0;
	compressor_3to2_20 c3to2_20_22({4'b0,Carry12[21:6]},{1'b0,Sum13[19:1]},Carry13,Sum22[25:6],Carry22[25:6]);
	compressor_3to2 c3to2_23(Carry12[5],Sum13[0],1'b0,Sum22[5],Carry22[5]);
	assign Sum22[4:0] = Carry12[4:0];
	assign Carry22[4:0] = {5'b0};
	assign P_32 = {3'b0,Carry21,1'b0} + {4'b0,Sum21} + {Carry22[23:0],8'b0} + {Sum22[24:0],7'b0};
	bin32to16 bin32to16_my(P_32,P_16);
endmodule
module bin32to16(A,B);
	input signed [31:0]A;
	output signed [15:0]B;
	assign B = {A[31],A[26:12]};
endmodule
module booth_2_unit(A,B,PP);
	input [2:0] A;
	input signed [15:0] B;
	output reg signed [15:0] PP;
	wire signed [15:0] B_not;
	wire signed [15:0] B_shift;
	wire signed [15:0] B_shift_not;
	assign B_not = ~B;
	assign B_shift = {B[14:0],1'b0};  
	assign B_shift_not = ~B_shift;
	always@(*) begin
		case(A)
			3'b000: PP = 16'h0;					 
			3'b001: PP = B;						 
			3'b010:	PP = B; 					 
			3'b011: PP = B_shift;				 
			3'b100: PP = B_shift_not + 1'b1;	 
			3'b101: PP = B_not + 1'b1;			 
			3'b110: PP = B_not + 1'b1; 			 
			3'b111: PP = 16'h0;					 
		endcase
	end
endmodule
module compressor_3to2_4(A_1,A_2,A_3,Sum,Carry);
	input [3:0]A_1,A_2,A_3;
	output [3:0]Sum,Carry;
	compressor_3to2 c3to2_0(A_1[0],A_2[0],A_3[0],Sum[0],Carry[0]);
	compressor_3to2 c3to2_1(A_1[1],A_2[1],A_3[1],Sum[1],Carry[1]);
	compressor_3to2 c3to2_2(A_1[2],A_2[2],A_3[2],Sum[2],Carry[2]);
	compressor_3to2 c3to2_3(A_1[3],A_2[3],A_3[3],Sum[3],Carry[3]);
endmodule
module compressor_3to2_20(A_1,A_2,A_3,Sum,Carry);
	input [19:0]A_1,A_2,A_3;
	output [19:0]Sum,Carry;
	compressor_3to2_4 c3to2_4_0(A_1[3:0],A_2[3:0],A_3[3:0],Sum[3:0],Carry[3:0]);
	compressor_3to2_4 c3to2_4_1(A_1[7:4],A_2[7:4],A_3[7:4],Sum[7:4],Carry[7:4]);
	compressor_3to2_4 c3to2_4_2(A_1[11:8],A_2[11:8],A_3[11:8],Sum[11:8],Carry[11:8]);
	compressor_3to2_4 c3to2_4_3(A_1[15:12],A_2[15:12],A_3[15:12],Sum[15:12],Carry[15:12]);
	compressor_3to2_4 c3to2_4_4(A_1[19:16],A_2[19:16],A_3[19:16],Sum[19:16],Carry[19:16]);
endmodule
module compressor_3to2(a,b,cin,sum,cout);
	input a,b,cin;
	output sum,cout;
	assign sum = a + b + cin;
	assign cout = (a&b) + (a&cin) + (b&cin); 
endmodule
==> ./run.sh <==
#!/bin/bash
# OpenROAD 26Q1-2900-gdf79404cd8, Yosys 0.63+post, stock flow scripts
make -C /OpenROAD-flow-scripts/flow DESIGN_CONFIG=/design/flow/config.mk WORK_HOME=/design/flow/orfs finish
==> ./config.mk <==
export PLATFORM = sky130hd
export DESIGN_NAME = con_5x5
export DESIGN_NICKNAME = con_5x5
export VERILOG_FILES = /design/flow/design.v
export SDC_FILE = /design/flow/constraint.sdc
export NUM_CORES = 4
export LEC_CHECK = 1
export CORE_UTILIZATION = 40
==> ./constraint.sdc <==
current_design con_5x5

set clk_period 19.7
set clk_io_pct 0.2

create_clock -name clk0 -period $clk_period [get_ports {clk}]

set non_clock_inputs [all_inputs -no_clocks]
set_input_delay [expr $clk_period * $clk_io_pct] -clock clk0 $non_clock_inputs
set_output_delay [expr $clk_period * $clk_io_pct] -clock clk0 [all_outputs]
==> Changelog: implementation <==
### Physical design

- Hold WS: 0.384 ns
- Vias in the first global route: ~100,000
- Worst-path fanout max: 16
- Syn avg cell area: 7.60 sq um
- RSZ-0062 raised after global routing: false
- Via count: 105,300
- M2 GR Usage: ~52%
- Synth warn: 10
- Registers, synthesis: 480
- Count of tool warnings: 44
- Initial antenna violation count: 23
- Wirelength per Cell: 29.1 um
- Critical Path RT: 15.76 ns
- CTS tree: done
- Fraction of registers with async set/reset: roughly 3.1%
- Hold Crit Class: reg -> reg
- Seq share, synth: around 14%
- Netlist cell types: 103
- GPL Wtd Cong: 1.06
- Port bufs: 36
- FP Util: 40.2%
- Post-Route Skew: 0.0484 ns
- Final Cycle Share: 96.6%
- Vias per cell: between 6 and 7
- Post-Syn Instances: 13,427
- Total iterations of the first detailed-routing run: 7
- Clock slew at the register clock pins of the worst setup and hold paths: 0.07 ns
- Rows: 185
- Fmax: around 53 MHz
- Crit-path leading delay family: adder cells
- WL final: ~470,000 um
- Top cells excl fill/tap: 1,371 x o21ai_0, 1,309 x a21oi_1, 1,254 x inv_1
- Placed Area: 0.106 sq mm
- Post-synth area from yosys stat: 0.102 sq mm
- Final Max Slew Viols: 0
- DR iter-0 viols: 13,557
- Final Hold Viols: 0
- Utilization after layout: 42.7%
- CP max-delay cell: a211oi_1
- Worst Path Buf+Inv: 9
- GRT busiest layer: met2
- Worst skew pair latency: 0.72 ns
- Chip area: about 0.26 sq mm
- Ports: 37
- Bufs on Longest Clock Path: 3
- Worst Tran Pin Value: 1.26 ns
- H-tree Lvls: 2
- Critical Setup Path Class: reg -> out
- Commonest non-fill, non-tap cell in the layout: o21ai_0
- Slew margin rel.: 15.7%
- Synth-to-Final Area Change: 6.24%
- Hpwl dp: 355,000 um
- Crit path largest cell delay: between 0.7 and 0.8 ns
- Die span in y: about 500 um
- Met3 Use GR: 16.3%
- Clk sinks: 480
- Largest net degree at the start of global routing: approximately 72
- Clock buffers created by TritonCTS: approximately 59
- First-pass GRT wire length: 688,000 um
- Crit path arrival time: 15.10 ns
- Cell area after synthesis: 0.102 sq mm
- Met1 usage: 50.2%
- Primary FF master, synth: edfxtp_1
- Period minus WS final: about 19 ns
- Core area: 0.254 sq mm
- Gr ovfl total: 0
- Final ANT Viol Nets: 0
- Outcome: complete, no violations
- Tot GR Track Use: 37.6%
- Final setup violation count: 0
- Fin Setup TNS: 0 ns
- Width of the die: 507 um
- Ys cells: 13,427
- Layout cell share with drive strength beyond 1: 7.20%
- Final instance area: 0.108 sq mm
- DRC: 0
- MaxCap Viol Count: 0
- Crit end category: output port
- Post-synth EDFFs: 464
- Most frequent cell on the critical path: fa_1
- Critical Path Start Type: flop
- CTS root buffer: clkbuf_16
-- per-stage QoR --
| stage | cells | setup slack [ns] |
|---|---|---|
| 2_1_floorplan | 13427 | 3.49 |
| 3_3_place_gp | 16104 | 1.19 |
| 3_5_place_dp | 16104 | 1.12 |
| 4_1_cts | 16215 | 0.330 |
| 5_1_grt | 16233 | 0.0781 |
| 6_report | 16274 | 0.662 |
-- registers in the layout, indices dropped and copies added, names as in the netlist --
name            cells
pics_now           16
pics_num_add        2
finish              1
data_pics         144
data_core         144
pics_num            8
core_num            4
valid               1
data_pics_next    144
core_now           16
-- what timing repair did --
item                                    4_1_cts  5_1_grt
hold buffers                                  0        0
gates resized                                 0       13
setup buffers                                 0        3
endpoints found under the setup margin        0        1
-- layer usage --
metal,routed length (um),up-vias
li1,-,46693
met1,177000,49664
met2,196000,7482
met3,67800,1416
met4,31900,45
met5,1560,-
-- worst paths after layout --
check                                   endpoint  cells past startpoint  slack, ns             startpoint
setup / recovery                      result[15]                     47       0.66        data_pics[3][0]
hold / removal                  data_pics[3][15]                      0       0.38  data_pics_next[3][15]
setup reg to reg           data_pics_next[3][14]                     13      14.76            pics_num[1]
hold reg to reg                 data_pics[3][15]                      0       0.38  data_pics_next[3][15]
max in group asynchronous        pics_num_add[1]                      2      15.88                  rst_n
min in group asynchronous            core_num[1]                      2       3.59                  rst_n
-- final cells by class --
cell class	count	area [sq um]
Clock inverter	37	347
Antenna cell	56	140
Fill cell	25765	145000
Multi-Input combinational cell	10337	78000
Clock buffer	74	1580
Tap cell	3366	4210
Inverter	1274	4790
Sequential cell	480	14300
Timing Repair Buffer	650	4970
-- Yosys cell counts (all sizes together) (168+ instances only) --
cell type,number,area [sq um]
o21ai,1377,6900
a21oi,1309,6550
inv,1255,4710
clkbuf,1190,4470
nor2,1188,4470
nand2,863,3240
fa,848,17000
ha,695,8700
o22ai,517,3230
edfxtp,464,13900
a211oi,271,2040
xnor2,264,2320
a22oi,251,1880
maj3,243,2430
a221oi,228,2000
nand2b,200,1260
nor2b,168,1050
-- logic make-up after synthesis --
logic type                 share of synthesized area (%)
and+or+nand+nor                                     13.9
adders and majority gates                           27.6
DFF                                                 14.1
muxes                                               1.21
xor gates and xnor gates                            3.49
buffers and inverters                               9.64
AOI/OAI and AO/OA                                   30.1
